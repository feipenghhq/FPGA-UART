## flow/config.mk

```make
export PLATFORM = sky130hd
export DESIGN_NAME = uart_core
export DESIGN_NICKNAME = uart_core
export VERILOG_FILES = /design/flow/design.v
export SDC_FILE = /design/flow/constraint.sdc
export NUM_CORES = 4
export LEC_CHECK = 1
export CORE_UTILIZATION = 50
```

## flow/constraint.sdc

```tcl
current_design uart_core

set clk_period 5.1
set clk_io_pct 0.2

create_clock -name clk0 -period $clk_period [get_ports {clk}]

set non_clock_inputs [all_inputs -no_clocks]
set_input_delay [expr $clk_period * $clk_io_pct] -clock clk0 $non_clock_inputs
set_output_delay [expr $clk_period * $clk_io_pct] -clock clk0 [all_outputs]
```

## flow/design.v

```verilog
module uart_baud #(
    parameter SAMPLE = 1
) (
    input           clk,
    input           rst,
    input [15:0]    cfg_div,
    input           baud_clear,
    output reg      baud_tick,
    output reg      baud_sample
);
    reg [15:0]      baud_cnt;
    logic           baud_cnt_fire;
    logic [15:0]    div;
    assign baud_cnt_fire = baud_cnt == 0;
    assign div = cfg_div + 1'b1;
    always @(posedge clk) begin
        if (rst) baud_cnt <= 0;
        else begin
            if (baud_cnt_fire || baud_clear) baud_cnt <= div;
            else baud_cnt <= baud_cnt - 1'b1;
        end
    end
    always @(posedge clk) begin
        if (rst) baud_tick <= 0;
        else baud_tick <= baud_cnt_fire;
    end
    generate
        if (SAMPLE) begin: sample_logic
            reg [11:0]  sample_cnt;
            logic       sample_cnt_fire;
            assign sample_cnt_fire = sample_cnt == 0;
            always @(posedge clk) begin
                if (rst) sample_cnt <= 0;
                else begin
                    if (sample_cnt_fire || baud_clear) sample_cnt <= div[15:4];
                    else sample_cnt <= sample_cnt - 1'b1;
                end
            end
            always @(posedge clk) begin
                if (rst) baud_sample <= 0;
                else baud_sample <= sample_cnt_fire;
            end
        end
        else begin: no_sample_logic
            always baud_sample = 0;
        end
    endgenerate
endmodule
module uart_core (
    input           clk,
    input           rst,
    input [15:0]    cfg_div,
    input           cfg_txen,
    input           cfg_rxen,
    input           cfg_nstop,
    input           tx_valid,
    input [7:0]     tx_data,
    output          tx_ready,
    output          rx_valid,
    output [7:0]    rx_data,
    output          uart_txd,
    input           uart_rxd
);
    uart_tx u_uart_tx(.*);
    uart_rx u_uart_rx(.*);
endmodule
module uart_rx (
    input           clk,
    input           rst,
    input [15:0]    cfg_div,
    input           cfg_rxen,
    input           cfg_nstop,
    output reg       rx_valid,
    output reg [7:0] rx_data,
    input           uart_rxd
);
    logic           baud_tick;
    logic           baud_sample;
    logic           cycle_cnt_fire;
    logic           cycle_cnt_cmpl;
    logic           sample_cnt_fire;
    logic           uart_rxd_synced;
    reg [1:0]       uart_rxd_sync;
    reg             baud_clear;
    reg [2:0]       cycle_cnt;
    reg [3:0]       sample_cnt;
    localparam IDLE  = 0;
    localparam START = 1;
    localparam DATA  = 2;
    localparam STOP  = 3;
    reg [1:0]       state;
    logic [1:0]     state_next;
    assign cycle_cnt_fire = (cycle_cnt == 0);
    assign cycle_cnt_cmpl = cycle_cnt_fire & baud_tick;
    assign sample_cnt_fire = (sample_cnt == 0);
    always @(posedge clk) begin
        if (rst) uart_rxd_sync <= 2'b11;
        else begin
            uart_rxd_sync[0] <= uart_rxd;
            uart_rxd_sync[1] <= uart_rxd_sync[0];
        end
    end
    assign uart_rxd_synced = uart_rxd_sync[1];
    always @(*) begin
        state_next = state;
        case(state)
            IDLE:  if (!uart_rxd_synced & cfg_rxen) state_next = START;
            START: if (sample_cnt_fire) state_next = DATA;  
            DATA:  if (cycle_cnt_cmpl) state_next = STOP;
            STOP:  if (cycle_cnt_cmpl) state_next = IDLE;
        endcase
    end
    always @(posedge clk) begin
        if (rst) state <= IDLE;
        else state <= state_next;
    end
    always @(posedge clk) begin
        baud_clear <= 1'b0;
        rx_valid <= 1'b0;
        if (baud_sample) sample_cnt <= sample_cnt - 1'b1;
        if (baud_tick) cycle_cnt <= cycle_cnt - 1'b1;
        case(state)
            IDLE: begin
                baud_clear <= 1'b1;
                sample_cnt <= 7;
            end
            START: begin
                if (sample_cnt_fire) baud_clear <= 1'b1;
                cycle_cnt <= 7;
            end
            DATA: begin
                if (baud_tick) rx_data <= {uart_rxd_synced, rx_data[7:1]};
                if (cycle_cnt_cmpl) cycle_cnt <= {2'b0, cfg_nstop};
            end
            STOP: begin
                rx_valid <= cycle_cnt_cmpl;
            end
        endcase
    end
    uart_baud u_uart_baud(
        .clk            (clk),
        .rst            (rst),
        .cfg_div        (cfg_div),
        .baud_clear     (baud_clear),
        .baud_tick      (baud_tick),
        .baud_sample    (baud_sample)
    );
endmodule
module uart_tx (
    input           clk,
    input           rst,
    input [15:0]    cfg_div,
    input           cfg_txen,
    input           cfg_nstop,
    input           tx_valid,
    input [7:0]     tx_data,
    output reg      tx_ready,
    output reg      uart_txd
);
    logic           req;
    logic           baud_tick;
    logic           cycle_cnt_cmpl;
    logic           cycle_cnt_fire;
    reg             baud_clear;
    reg [7:0]       buffer;
    reg [2:0]       cycle_cnt;
    localparam IDLE  = 0;
    localparam START = 1;
    localparam DATA  = 2;
    localparam STOP  = 3;
    reg [1:0]       state;
    logic [1:0]     state_next;
    assign          req = tx_valid & tx_ready & cfg_txen;
    assign          cycle_cnt_fire = (cycle_cnt == 0);
    assign          cycle_cnt_cmpl = cycle_cnt_fire & baud_tick;
    always @(*) begin
        state_next = state;
        case(state)
            IDLE:  if (req) state_next = START;
            START: if (baud_tick) state_next = DATA;
            DATA:  if (cycle_cnt_cmpl) state_next = STOP;
            STOP:  if (cycle_cnt_cmpl) state_next = IDLE;
        endcase
    end
    always @(posedge clk) begin
        if (rst) state <= IDLE;
        else state <= state_next;
    end
    always @(posedge clk) begin
        baud_clear <= 1'b0;
        tx_ready <= 1'b0;
        if (baud_tick) cycle_cnt <= cycle_cnt - 1'b1;
        case(state)
            IDLE: begin
                buffer <= tx_data;
                tx_ready <= ~req;
                uart_txd <= 1'b1;
                baud_clear <= 1'b1;
            end
            START: begin
                uart_txd <= 1'b0;
                cycle_cnt <= 7;
            end
            DATA: begin
                uart_txd <= buffer[0];
                if (baud_tick) buffer <= (buffer >> 1);
                if (cycle_cnt_cmpl) cycle_cnt <= {2'b0, cfg_nstop};
            end
            STOP: begin
                uart_txd <= 1'b1;
            end
        endcase
    end
    uart_baud u_uart_baud(
        .clk            (clk),
        .rst            (rst),
        .cfg_div        (cfg_div),
        .baud_clear     (baud_clear),
        .baud_tick      (baud_tick),
        .baud_sample    ()
    );
endmodule
```

## flow/run.sh

```bash
#!/bin/bash
# OpenROAD 26Q1-2900-gdf79404cd8, Yosys 0.63+post, stock flow scripts
make -C /OpenROAD-flow-scripts/flow DESIGN_CONFIG=/design/flow/config.mk WORK_HOME=/design/flow/orfs finish
```

==> results.txt <==
Notes on the physical design

The netlist uses 49 different library cells. Of all nets on the critical path, the largest fanout is 4. The height of the chip is 93.6 um. After detailed routing, the total wire length is 8160 um. The congestion estimate from routability-driven global placement came to 0.847. Across the run, the number of max-cap violations was 0.

The post-synth tally of flip-flops with integrated enable is 16. The shortest period the worst path allows is 2.67 ns. The first TritonRoute pass finished after 4 iterations. The OpenROAD report gives the critical path a required time of 5.32 ns. The H-tree depth is 3.

The number of placed I/O pins is 42. The number of antenna diodes in the final layout is 0. For the pin with the worst max-slew slack, the measured transition is 0.711 ns. The number of global-route vias before repair was 2,839. The worst hold path terminates at u_uart_tx.baud_clear. Post-synth the commonest register cell is dfxtp_1. The arithmetic-cell share of the synthesized area counting full adders, half adders and majority gates is 2.99%. The cts-stage hold buffer count is 0. In the hold timing report, the worst path depth is 0. After floorplanning, the die was sized to cover 0.00875 sq mm. On the final layout, the worst clock skew is 0.0139 ns. The global-route total usage across every layer is 20.3%.

The horizontal die dimension is 93.6 um. The cell area after placement is 0.00468 sq mm. Adding up every negative setup slack in the final design gives 0 ns.

The share of layout cells above drive strength 1 is 9.26%. The kind of start point of the critical path is a primary input. The count of port buffers added during placement is 41. In this run the power density over the cells is 310 mW/mm^2. After global routing the overflow that remains totals 0. The count of nets left with antenna violations after detail routing is 0. The flow measured a signed area growth from synthesis to layout of 16.7%. Endpoints with negative setup slack in the final report add up to 0. In this run the mean area of a mapped cell was 9.75 sq um. The main logic family after synthesis is simple AND/OR/NAND/NOR gates. TritonRoute reported its final design rule violation total as 0. Counting along the longest clock path gives a buffer depth of 2.

The worst setup path is captured at a flip-flop. The CTS tree is yes. The simple-gate share of the synthesized area is 21.0%.

The share of flip-flops with an asynchronous set or reset is 0%. Across all layers, the routed design uses 3,067 vias. The number of pins exceeding their max-slew limit in the final report is 0. The highest clock rate this design can be run at is 0.375 GHz.

The worst register-to-register path begins at u_uart_rx.u_uart_baud.baud_cnt[12]. The core utilization of the finished layout is 59.8%. After detailed routing, the number of vias per cell comes to 5.29.

The total of flip-flops plus latches after synthesis is 88. On the reported timing paths, the clock transition at the registers reads 0.09 ns. The clock latency of the later-clocked register in the worst-skew pair is 0.35 ns. The number of antenna violations at the first check in global routing was 0. Detailed-route iteration 0 reported a violation count of 130.

The worst-case reg-to-reg path depth is 5. Yosys stat counts 430 cells in the synthesized netlist. Across the whole layout, storage elements account for 0.00192 sq mm. The total cell area reported by yosys after synthesis is 0.00419 sq mm. The post-synthesis share of cell area spent on and-or and or-and gates is 13.8%. Setup repair after global routing left no endpoint under its margin. The number of hold violations in the final report is 0.

Once layout is done, the placed cells without fillers occupy 0.00489 sq mm. In this run the tools logged warnings totalling 29. The share of the yosys chip area belonging to registers is 45.9%. After detailed routing, the average wire length per cell comes to 14.1 um.

The number of gates resized after CTS is 0. The critical path is of the primary input to flip-flop type. The synthesized instance count is 430.

The reg-to-reg critical path endpoint is u_uart_rx.u_uart_baud.baud_cnt[12]. The root cell of the clock tree is clkbuf_8. The area of the mapped netlist is 0.00419 sq mm. Counting the fill cells in the layout gives 715. The total half-perimeter wirelength after legalization and detailed placement is 5880 um. After clock tree synthesis, the setup repair step added 0 buffers. The multi-input logic area is 0.00213 sq mm.

The clock net sink count is 88. The worst-case vdd ir drop is 0.152 mV. In this run the standard cell core region covers 0.00818 sq mm. The global-route wire length before repair is 13,600 um. The share of the clock period used by the worst path is 52.3%.

The analysis attributes to cell leakage a power of 0.00178 uW. The number of CTS-inserted buffers is 9. The report lists the number of standard-cell rows as 33. Summing internal, switching and leakage power gives 1510 uW.

The timing report gives the worst reg2reg path a setup slack of 2.78 ns. The startpoint identified for the worst hold timing path is u_uart_tx.state[0]. Multiplexer cells account for 2.36% of the synthesized area. Before placement the cells fill 51.3% of the core. The largest net degree at the start of global routing is 48. The run finished with clean final reports. In this run, the synthesized area fraction spent on xor and xnor cells is recorded as 10.7%. The class of the tightest hold or removal check is flip-flop to flip-flop. Counting the warning lines in the Yosys log gives 3.

STA puts the critical path data arrival time at 2.89 ns. Checking max transition, the worst relative margin is 52.1%.
==> cells by family after synthesis <==
family | count (synthesis)
and+or+nand+nor | 167
DFF | 88
AOI/OAI and AO/OA | 73
xor gates and xnor gates | 51
buffers and inverters | 32
adders and majority gates | 10
muxes | 9
==> layout by cell type, fill, tap and decap left out, types with 4 or more instances in the layout <==
master and n:
dfxtp_1 72, nor2_1 53, clkdlybuf4s50_1 41, xnor2_1 30
nand2_1 28, a211oi_1 26, xor2_1 21, inv_1 17
nand3_1 16, edfxtp_1 16, nor3_1 10, ha_1 10
a21oi_1 9, nand2b_1 9, clkbuf_8 9, nor4_1 8
mux2_2 7, o22ai_2 7, nor2b_1 6, o22ai_1 6
or2_2 5, a211o_1 4, nand4_1 4, o21ai_0 4
==> cell type report <==
class / count / share of cell area, %
multi-input combinational: 310 / 43.5
sequential: 88 / 39.3
timing repair buffer: 44 / 8.85
tap: 105 / 2.69
clock buffer: 9 / 2.53
clock inverter: 7 / 1.82
inverter: 17 / 1.30
==> flip-flops by register name, indices dropped and copies added, names as in the netlist, 4 cells and up <==
name                                           count
u_uart_rx.sample_cnt                               4
u_uart_rx.u_uart_baud.baud_cnt                    16
u_uart_rx.rx_data                                  8
u_uart_rx.state                                    4
u_uart_tx.buffer                                   8
u_uart_rx.u_uart_baud.sample_logic.sample_cnt     12
u_uart_tx.state                                    4
u_uart_tx.u_uart_baud.baud_cnt                    16
==> worst max-delay path, stage by stage <==
cell and delay, ns:
clkdlybuf4s50_1 0.52, ha_1 0.25, nand3_1 0.12, nor3_1 0.34, nor3b_1 0.28, xnor2_1 0.23
o22ai_1 0.14
==> worst max-delay path by stage <==
stage / start / endpoint / slack [ns]
6_report: cfg_div[0] / u_uart_tx.u_uart_baud.baud_cnt[14] / 2.43
5_1_grt: cfg_div[0] / u_uart_rx.u_uart_baud.sample_logic.sample_cnt[10] / 2.24
4_1_cts: cfg_div[0] / u_uart_tx.u_uart_baud.baud_cnt[14] / 2.44
==> per-layer routing <==
metal	vias to the layer above	part of all wire (%)	global-route usage, %
li1	1611	-	-
met1	1394	52	34.0
met2	54	43	29.8
met3	8	4.1	2.73
met4	0	1.1	2.69
met5	-	0	0
==> Yosys cell counts (all sizes together), types with 6 or more instances <==
| cell type | count | share of area [%] |
|---|---|---|
| a211oi | 26 | 4.7 |
| xnor2 | 30 | 6.3 |
| a21oi | 9 | 1.1 |
| clkbuf | 8 | 0.72 |
| nor3 | 10 | 1.2 |
| nor2 | 53 | 4.7 |
| edfxtp | 16 | 11 |
| ha | 10 | 3.0 |
| mux2 | 7 | 1.9 |
| or2 | 7 | 1.0 |
| nand3 | 16 | 1.9 |
| inv | 17 | 1.5 |
| nor4 | 11 | 2.7 |
| nand2 | 28 | 2.5 |
| nand2b | 9 | 1.3 |
| dfxtp | 72 | 34 |
| xor2 | 21 | 4.4 |
| nor2b | 6 | 0.90 |
| o22ai | 13 | 3.0 |
| buf | 7 | 1.1 |
==> metrics by stage <==
stage | setup WS [ns] | std cells | hold WS [ns]
floorplan | 2.80 | 430 | 0.364
global placement | 2.11 | 564 | 0.398
detailed placement | 2.07 | 564 | 0.393
CTS | 2.44 | 580 | 0.423
global route | 2.24 | 580 | 0.444
finish | 2.43 | 580 | 0.411
==> power by group <==
part / total (uW) / switching [uW] / internal [uW]
logic: 222 / 113 / 108
registers: 789 / 38.8 / 750
clock network: 503 / 268 / 236
No activity file was given, so power comes from the tool's default toggle rates.
