==> design.v <==
module avalon_uart (
    input               clk,
    input               rst,
    input               avn_read,
    input               avn_write,
    input [4:0]         avn_address,
    input [31:0]        avn_writedata,
    output reg [31:0]   avn_readdata,
    output              avn_waitrequest,
    output              int_txwm,
    output              int_rxwm,
    output              uart_txd,
    input               uart_rxd
);
    logic [15:0]    cfg_div;
    logic           cfg_txen;
    logic           cfg_rxen;
    logic           cfg_nstop;
    logic           tx_valid;
    logic [7:0]     tx_data;
    logic           tx_ready;
    logic           rx_valid;
    logic [7:0]     rx_data;
    logic           txfifo_push;
    logic           txfifo_pop;
    logic [7:0]     txfifo_din;
    logic [7:0]     txfifo_dout;
    logic           txfifo_full;
    logic           txfifo_empty;
    logic [3:0]     txfifo_entry;
    logic           rxfifo_push;
    logic           rxfifo_pop;
    logic [7:0]     rxfifo_din;
    logic [7:0]     rxfifo_dout;
    logic           rxfifo_full;
    logic           rxfifo_empty;
    logic [3:0]     rxfifo_entry;
    logic           txwm;
    logic           rxwm;
    reg             txdata_valid;
    logic [31:0]    txdata;
    reg             txdata_full;
    reg [7:0]       txdata_data;
    logic           txdata_write;
    assign txdata = {txdata_full, 23'b0, txdata_data};
    logic [31:0]    rxdata;
    reg             rxdata_empty;
    reg [7:0]       rxdata_data;
    logic           rxdata_read;
    assign rxdata = {rxdata_empty, 23'b0, rxdata_data};
    logic [31:0]    txctrl;
    reg [2:0]       txctrl_txcnt;
    reg             txctrl_nstop;    
    reg             txctrl_txen;
    logic           txctrl_write;
    assign txctrl = {13'b0, txctrl_txcnt, 14'b0, txctrl_nstop, txctrl_txen};
    logic [31:0]    rxctrl;
    reg [2:0]       rxctrl_rxcnt;
    reg             rxctrl_rxen;
    logic           rxctrl_write;
    assign rxctrl = {13'b0, rxctrl_rxcnt, 15'b0, rxctrl_rxen};
    logic [31:0]    ie;
    reg             ie_rxwm;
    reg             ie_txwm;
    logic           ie_write;
    assign ie = {30'b0, ip_rxwm, ip_txwm};
    logic [31:0]    ip;
    reg             ip_rxwm;
    reg             ip_txwm;
    assign ip = {30'b0, ip_rxwm, ip_txwm};
    logic [31:0]    div;
    reg [15:0]      div_div;     
    logic           div_write;
    assign div = {16'b0, div_div};
    always @(posedge clk) begin
        case(avn_address)
        5'h00: avn_readdata <= txdata;
        5'h04: avn_readdata <= rxdata;
        5'h08: avn_readdata <= txctrl;
        5'h0C: avn_readdata <= rxctrl;
        5'h10: avn_readdata <= ie;
        5'h14: avn_readdata <= ip;
        5'h18: avn_readdata <= txdata;
        default: avn_readdata <= txdata;
        endcase
    end
    always @* begin
        txdata_write = 1'b0;
        txctrl_write = 1'b0;
        rxctrl_write = 1'b0;
        ie_write = 1'b0;
        div_write = 1'b0;
        case(avn_address)
        5'h00: txdata_write = avn_write;
        5'h08: txctrl_write = avn_write;
        5'h0C: rxctrl_write = avn_write;
        5'h10: ie_write = avn_write;
        5'h18: div_write = avn_write;
        endcase
    end
    always @(posedge clk) begin
        if (txdata_write) begin
            txdata_data <= avn_writedata[7:0];
        end
        if (txctrl_write) begin
            txctrl_txcnt <= avn_writedata[18:16];
            txctrl_nstop <= avn_writedata[1];
            txctrl_txen <= avn_writedata[0];
        end
        if (rxctrl_write) begin
            rxctrl_rxcnt <= avn_writedata[18:16];
            rxctrl_rxen <= avn_writedata[0];
        end
        if (ie_write) begin
            ie_rxwm <= avn_writedata[1];
            ie_txwm <= avn_writedata[0];
        end
        if (div_write) begin
            div_div <= avn_writedata[15:0];
        end
    end
    always @(posedge clk) begin
        txdata_full <= txfifo_full;
        rxdata_empty <= rxfifo_empty;
        rxdata_data <= rxfifo_dout;
        ip_rxwm <= rxwm;
        ip_txwm <= txwm;
    end
    assign int_txwm = ip_txwm;
    assign int_rxwm = ip_rxwm;
    assign rxdata_read = (avn_address == 5'h04) & avn_read;
    assign cfg_div   = div_div;
    assign cfg_txen  = txctrl_txen;
    assign cfg_rxen  = rxctrl_rxen;
    assign cfg_nstop = txctrl_nstop;
    always @(posedge clk) begin
        if (rst) txdata_valid <= 1'b0;
        else txdata_valid <= txdata_write;
    end
    assign txfifo_push  = txdata_valid & ~txfifo_full;
    assign txfifo_pop   = ~txfifo_empty & tx_ready;
    assign txfifo_din   = txdata_data;
    assign tx_valid     = txfifo_pop;
    assign tx_data      = txfifo_dout;
    assign txwm         = (txfifo_entry < {1'b0, txctrl_txcnt}) & ie_txwm;
    assign rxfifo_push  = rx_valid & ~rxfifo_full;
    assign rxfifo_pop   = rxdata_read;
    assign rxfifo_din   = rx_data;
    assign rxwm         = (rxfifo_entry > {1'b0, rxctrl_rxcnt}) & ie_rxwm;
    uart_tx u_uart_tx(.*);
    uart_rx u_uart_rx(.*);
    uart_fifo #( .WIDTH (8), .DEPTH (8))
    u_tx_fifo (
        .rst    (rst),
        .clk    (clk),
        .push   (txfifo_push),
        .pop    (txfifo_pop),
        .din    (txfifo_din),
        .dout   (txfifo_dout),
        .full   (txfifo_full),
        .empty  (txfifo_empty),
        .entry  (txfifo_entry)
    );
    uart_fifo #( .WIDTH (8), .DEPTH (8))
    u_rx_fifo (
        .rst    (rst),
        .clk    (clk),
        .push   (rxfifo_push),
        .pop    (rxfifo_pop),
        .din    (rxfifo_din),
        .dout   (rxfifo_dout),
        .full   (rxfifo_full),
        .empty  (rxfifo_empty),
        .entry  (rxfifo_entry)
    );
endmodule
module uart_baud #(
    parameter SAMPLE = 1
) (
    input           clk,
    input           rst,
    input [15:0]    cfg_div,
    input           baud_clear,
    output reg      baud_tick,
    output reg      baud_sample
);
    reg [15:0]      baud_cnt;
    logic           baud_cnt_fire;
    logic [15:0]    div;
    assign baud_cnt_fire = baud_cnt == 0;
    assign div = cfg_div + 1'b1;
    always @(posedge clk) begin
        if (rst) baud_cnt <= 0;
        else begin
            if (baud_cnt_fire || baud_clear) baud_cnt <= div;
            else baud_cnt <= baud_cnt - 1'b1;
        end
    end
    always @(posedge clk) begin
        if (rst) baud_tick <= 0;
        else baud_tick <= baud_cnt_fire;
    end
    generate
        if (SAMPLE) begin: sample_logic
            reg [11:0]  sample_cnt;
            logic       sample_cnt_fire;
            assign sample_cnt_fire = sample_cnt == 0;
            always @(posedge clk) begin
                if (rst) sample_cnt <= 0;
                else begin
                    if (sample_cnt_fire || baud_clear) sample_cnt <= div[15:4];
                    else sample_cnt <= sample_cnt - 1'b1;
                end
            end
            always @(posedge clk) begin
                if (rst) baud_sample <= 0;
                else baud_sample <= sample_cnt_fire;
            end
        end
        else begin: no_sample_logic
            always baud_sample = 0;
        end
    endgenerate
endmodule
module uart_fifo #(
    parameter WIDTH = 32,            
    parameter DEPTH = 4,             
    parameter AWIDTH = $clog2(DEPTH)
) (
    input                       rst,
    input                       clk,
    input                       push,
    input                       pop,
    input [WIDTH-1:0]           din,
    output logic [WIDTH-1:0]    dout,
    output                      full,
    output                      empty,
    output [AWIDTH:0]           entry
);
    reg [WIDTH-1:0]     mem[2**AWIDTH-1:0];      
    reg [AWIDTH:0]      rdptr;
    reg [AWIDTH:0]      wtptr;
    logic               ren;
    logic               wen;
    logic [AWIDTH:0]    wrptr_minus_rdptr;
    always @(posedge clk) begin
        if (rst) begin
            rdptr <= 'b0;
            wtptr <= 'b0;
        end
        else begin
            if (ren) begin
                rdptr <= rdptr + 1'b1;
            end
            if (wen) begin
                wtptr <= wtptr + 1'b1;
            end
        end
    end
    assign wen = ~full & push;
    assign ren = ~empty & pop;
    assign wrptr_minus_rdptr = wtptr - rdptr;
    assign full  = wrptr_minus_rdptr == DEPTH;
    assign empty = wrptr_minus_rdptr == 0;
    assign entry = wrptr_minus_rdptr;
    always @(posedge clk) begin
        if (wen)
        begin
            mem[wtptr[AWIDTH-1:0]] <= din;
        end
    end
    always @* begin
        dout = mem[rdptr[AWIDTH-1:0]];
    end
endmodule
module uart_rx (
    input           clk,
    input           rst,
    input [15:0]    cfg_div,
    input           cfg_rxen,
    input           cfg_nstop,
    output reg       rx_valid,
    output reg [7:0] rx_data,
    input           uart_rxd
);
    logic           baud_tick;
    logic           baud_sample;
    logic           cycle_cnt_fire;
    logic           cycle_cnt_cmpl;
    logic           sample_cnt_fire;
    logic           uart_rxd_synced;
    reg [1:0]       uart_rxd_sync;
    reg             baud_clear;
    reg [2:0]       cycle_cnt;
    reg [3:0]       sample_cnt;
    localparam IDLE  = 0;
    localparam START = 1;
    localparam DATA  = 2;
    localparam STOP  = 3;
    reg [1:0]       state;
    logic [1:0]     state_next;
    assign cycle_cnt_fire = (cycle_cnt == 0);
    assign cycle_cnt_cmpl = cycle_cnt_fire & baud_tick;
    assign sample_cnt_fire = (sample_cnt == 0);
    always @(posedge clk) begin
        if (rst) uart_rxd_sync <= 2'b11;
        else begin
            uart_rxd_sync[0] <= uart_rxd;
            uart_rxd_sync[1] <= uart_rxd_sync[0];
        end
    end
    assign uart_rxd_synced = uart_rxd_sync[1];
    always @(*) begin
        state_next = state;
        case(state)
            IDLE:  if (!uart_rxd_synced & cfg_rxen) state_next = START;
            START: if (sample_cnt_fire) state_next = DATA;  
            DATA:  if (cycle_cnt_cmpl) state_next = STOP;
            STOP:  if (cycle_cnt_cmpl) state_next = IDLE;
        endcase
    end
    always @(posedge clk) begin
        if (rst) state <= IDLE;
        else state <= state_next;
    end
    always @(posedge clk) begin
        baud_clear <= 1'b0;
        rx_valid <= 1'b0;
        if (baud_sample) sample_cnt <= sample_cnt - 1'b1;
        if (baud_tick) cycle_cnt <= cycle_cnt - 1'b1;
        case(state)
            IDLE: begin
                baud_clear <= 1'b1;
                sample_cnt <= 7;
            end
            START: begin
                if (sample_cnt_fire) baud_clear <= 1'b1;
                cycle_cnt <= 7;
            end
            DATA: begin
                if (baud_tick) rx_data <= {uart_rxd_synced, rx_data[7:1]};
                if (cycle_cnt_cmpl) cycle_cnt <= {2'b0, cfg_nstop};
            end
            STOP: begin
                rx_valid <= cycle_cnt_cmpl;
            end
        endcase
    end
    uart_baud u_uart_baud(
        .clk            (clk),
        .rst            (rst),
        .cfg_div        (cfg_div),
        .baud_clear     (baud_clear),
        .baud_tick      (baud_tick),
        .baud_sample    (baud_sample)
    );
endmodule
module uart_tx (
    input           clk,
    input           rst,
    input [15:0]    cfg_div,
    input           cfg_txen,
    input           cfg_nstop,
    input           tx_valid,
    input [7:0]     tx_data,
    output reg      tx_ready,
    output reg      uart_txd
);
    logic           req;
    logic           baud_tick;
    logic           cycle_cnt_cmpl;
    logic           cycle_cnt_fire;
    reg             baud_clear;
    reg [7:0]       buffer;
    reg [2:0]       cycle_cnt;
    localparam IDLE  = 0;
    localparam START = 1;
    localparam DATA  = 2;
    localparam STOP  = 3;
    reg [1:0]       state;
    logic [1:0]     state_next;
    assign          req = tx_valid & tx_ready & cfg_txen;
    assign          cycle_cnt_fire = (cycle_cnt == 0);
    assign          cycle_cnt_cmpl = cycle_cnt_fire & baud_tick;
    always @(*) begin
        state_next = state;
        case(state)
            IDLE:  if (req) state_next = START;
            START: if (baud_tick) state_next = DATA;
            DATA:  if (cycle_cnt_cmpl) state_next = STOP;
            STOP:  if (cycle_cnt_cmpl) state_next = IDLE;
        endcase
    end
    always @(posedge clk) begin
        if (rst) state <= IDLE;
        else state <= state_next;
    end
    always @(posedge clk) begin
        baud_clear <= 1'b0;
        tx_ready <= 1'b0;
        if (baud_tick) cycle_cnt <= cycle_cnt - 1'b1;
        case(state)
            IDLE: begin
                buffer <= tx_data;
                tx_ready <= ~req;
                uart_txd <= 1'b1;
                baud_clear <= 1'b1;
            end
            START: begin
                uart_txd <= 1'b0;
                cycle_cnt <= 7;
            end
            DATA: begin
                uart_txd <= buffer[0];
                if (baud_tick) buffer <= (buffer >> 1);
                if (cycle_cnt_cmpl) cycle_cnt <= {2'b0, cfg_nstop};
            end
            STOP: begin
                uart_txd <= 1'b1;
            end
        endcase
    end
    uart_baud u_uart_baud(
        .clk            (clk),
        .rst            (rst),
        .cfg_div        (cfg_div),
        .baud_clear     (baud_clear),
        .baud_tick      (baud_tick),
        .baud_sample    ()
    );
endmodule
==> run.sh <==
#!/bin/bash
# OpenROAD 26Q1-2900-gdf79404cd8, Yosys 0.63+post, stock flow scripts
make -C /OpenROAD-flow-scripts/flow DESIGN_CONFIG=/design/flow/config.mk WORK_HOME=/design/flow/orfs finish
==> config.mk <==
export PLATFORM = sky130hd
export DESIGN_NAME = avalon_uart
export DESIGN_NICKNAME = avalon_uart
export VERILOG_FILES = /design/flow/design.v
export SDC_FILE = /design/flow/constraint.sdc
export NUM_CORES = 4
export LEC_CHECK = 1
export CORE_UTILIZATION = 40
==> constraint.sdc <==
current_design avalon_uart

set clk_period 5.1
set clk_io_pct 0.2

create_clock -name clk0 -period $clk_period [get_ports {clk}]

set non_clock_inputs [all_inputs -no_clocks]
set_input_delay [expr $clk_period * $clk_io_pct] -clock clk0 $non_clock_inputs
set_output_delay [expr $clk_period * $clk_io_pct] -clock clk0 [all_outputs]
==> notes.md <==
impl run done, here's what came out: Port Buf Inserts 43, Async SR Flop Fraction 0%, final total power 5.54 mW, grt ovf 0, crit share post-route about 66%, mapped cell area around 12000 um^2, Synthesized registers 295, peak supply drop about 0.3 mV, CTS Hold Buffers Added 0, die footprint 31600 um^2, Yosys warnings 6, CP endpoint kind flop, Leak ~5 nW, Mapped Cells 930, initial antenna violation count 1, largest net degree at the start of global routing 42, switching share of total power 24.1%, slew margin rel. between 40 and 50%, Core Area about 30000 um^2, remaining antenna violation count after routing 0, post-route insts no fill roughly 1400, H-tree Lvls 1, clk latency of the worst-skew pair 550 ps, Layout Area Growth over Synthesis 14.5%, HP Start u_uart_rx.uart_rxd_sync[0]$_SDFF_PP1_, drt drc 0, routed len/inst 17.1 um, CTS root buffer clkbuf_16, crit path time final roughly 3400 ps, Slew @ Worst Pin 826 ps, total CTS buffers 30, unrepaired setup endpoints after global routing no, Final Wtd Congestion 0.845, # rows 63, Main synth FF type edfxtp_1, CTS tree built, Die X 178 um, Arr. time, crit path 3650 ps, crit path DRT 5360 ps, Sink Count ~300, register area share after synthesis 62.4%, Critical path origin u_rx_fifo.rdptr[2]$_SDFFE_PP0P_, distinct cell type count after synthesis 69, Seq pwr share 49.8%, Global Route Usage Sum 16.9%, fraction of layout cells with a size suffix above 1 13.5%, Post-CTS Setup Inserts 0, Max Freq 295 MHz, cell count listed in synth_stat.txt 930, CTS resizes 0, CP Class flop to flop, combinational share of power 12.4%, top post-synthesis cells by count edfxtp_1 (179), dfxtp_1 (116), nor2_1 (76), post-placement cell count 1348, CTS max path bufs 3, top cells by area edfxtp_1 (44%), dfxtp_1 (19%), mux4_2 (5.8%), first-pass GRT wire length about 38 mm, Max Cap Viol 0, outcome finished clean, Pwr Density 392 nW/um^2, Final Hold Viols 0, I/O pins 78, syn avg cell area 13.3 um^2, Layout Skew around 23 ps, most common cell in the synthesized netlist edfxtp_1, chip height 178 um, Vias 7110, final wirelength 24.0 mm, worst r2r src u_rx_fifo.rdptr[2]$_SDFFE_PP0P_, Slew Limit Fails 0, clock share of power 37.8%, internal power 4.21 mW, hold crit path type flop to flop, Crit Path Max Fanout 11, area leader, netlist edfxtp_1, TritonRoute pass-1 iters 4, startpoint class of the critical path flop, DRT iter0 DRCs between 300 and 400, NetSw 1.34 mW, Vias/cell 5.06, tool warning count 43, Synth top area share approximately 44%, vias in the first global route 6998, dpl hpwl 16.3 mm, yosys stat chip area 12300 um^2, Reg clk slew, reported paths 60 ps, setup TNS 0 ps, Final setup viols 0, Initial Util 41.2%, Post-synth EDFFs 179
[state kept, by name (all words and copies together) (netlist names), 8 cells and up, named ones only]
signal and count:
u_uart_rx.u_uart_baud.sample_logic.sample_cnt 12, u_rx_fifo.mem 64, u_tx_fifo.mem 64, avn_readdata 12
div_div 16, u_uart_tx.buffer 8, u_uart_rx.u_uart_baud.baud_cnt 16, u_uart_rx.rx_data 8
u_uart_tx.u_uart_baud.baud_cnt 16, rxdata_data 8, txdata_data 8
[area by class of cell]
class / count / area (um^2)
Antenna cell: 1 / 2.50
Clock buffer: 36 / 805
Clock inverter: 19 / 151
Fill cell: 2629 / 15800
Inverter: 41 / 154
Multi-Input combinational cell: 558 / 4250
Sequential cell: 295 / 7700
Tap cell: 390 / 488
Timing Repair Buffer: 64 / 583
[routing by layer]
metal,track usage [%],up-vias,part of all wire (%)
li1,-,3528,-
met1,26.0,3355,44
met2,25.7,194,47
met3,4.69,33,6.9
met4,3.17,0,2.3
met5,0,-,0
[critical path, cell delays in order (launching register included)]
cell and delay, ps:
dfxtp_1 610, clkinv_1 390, ha_1 460, xor2_1 180
nor3b_1 570, a31oi_1 400, and4_1 480
[kinds of logic (layout without fill, tap and decap cells)]
group,after synthesis,in the layout,synth area share [%]
flip-flops,295,295,62.4
AND/OR/NAND/NOR,270,270,11.1
AND-OR/OR-AND,122,122,7.56
buffers and inverters,97,160,3.83
XOR/XNOR,63,63,4.47
multiplexers,53,53,7.58
adder cells (fa/ha/maj),29,29,3.06
other,1,22,0.0304
[power groups by stage]
stage | registers [mW] | clock network (mW) | logic [mW]
CTS | 2.76 | 2.16 | 0.703
global route | 2.78 | 2.24 | 0.769
finish | 2.76 | 2.10 | 0.688
[cell usage in the layout (no fill, tap or decap), drive strengths merged, types with 7 or more instances in the layout]
cell type,count
a211oi,27
a21o,7
a21oi,17
a22o,7
and3,12
buf,22
clkbuf,36
clkdlybuf4s50,42
clkinv,15
conb,21
dfxtp,116
edfxtp,179
ha,27
inv,40
mux2i,18
mux4,32
nand2,66
nand2b,8
nand3,12
nand4,9
nor2,76
nor3,21
nor4,15
o21ai,17
o22ai,14
or2,9
xnor2,41
xor2,22
[worst paths after layout]
kind / endpoint / slack [ps] / depth (start not counted)
max reg2reg: u_rx_fifo.mem[2][7]$_DFFE_PP_ / 1710 / 6
max: u_rx_fifo.mem[2][7]$_DFFE_PP_ / 1710 / 6
min: u_uart_rx.uart_rxd_sync[1]$_SDFF_PP1_ / 410 / 1
min reg2reg: u_uart_rx.uart_rxd_sync[1]$_SDFF_PP1_ / 410 / 1
[per-stage QoR]
step | util, % | area (um^2) | worst slack, ps | hold slack [ps]
finish | 47.2 | 14100 | 1710 | 407
global route | 47.2 | 14100 | 1510 | 427
CTS | 47.2 | 14100 | 1680 | 409
detailed placement | 44.0 | 13200 | 1680 | 395
global placement | 44.0 | 13200 | 1780 | 395
floorplan | - | 12400 | 1720 | 374
No activity file was given, so power comes from the tool's default toggle rates.
