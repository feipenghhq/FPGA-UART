==> design.v <==
module uart_baud #(
    parameter SAMPLE = 1
) (
    input           clk,
    input           rst,
    input [15:0]    cfg_div,
    input           baud_clear,
    output reg      baud_tick,
    output reg      baud_sample
);
    reg [15:0]      baud_cnt;
    logic           baud_cnt_fire;
    logic [15:0]    div;
    assign baud_cnt_fire = baud_cnt == 0;
    assign div = cfg_div + 1'b1;
    always @(posedge clk) begin
        if (rst) baud_cnt <= 0;
        else begin
            if (baud_cnt_fire || baud_clear) baud_cnt <= div;
            else baud_cnt <= baud_cnt - 1'b1;
        end
    end
    always @(posedge clk) begin
        if (rst) baud_tick <= 0;
        else baud_tick <= baud_cnt_fire;
    end
    generate
        if (SAMPLE) begin: sample_logic
            reg [11:0]  sample_cnt;
            logic       sample_cnt_fire;
            assign sample_cnt_fire = sample_cnt == 0;
            always @(posedge clk) begin
                if (rst) sample_cnt <= 0;
                else begin
                    if (sample_cnt_fire || baud_clear) sample_cnt <= div[15:4];
                    else sample_cnt <= sample_cnt - 1'b1;
                end
            end
            always @(posedge clk) begin
                if (rst) baud_sample <= 0;
                else baud_sample <= sample_cnt_fire;
            end
        end
        else begin: no_sample_logic
            always baud_sample = 0;
        end
    endgenerate
endmodule
module uart_fifo #(
    parameter WIDTH = 32,            
    parameter DEPTH = 4,             
    parameter AWIDTH = $clog2(DEPTH)
) (
    input                       rst,
    input                       clk,
    input                       push,
    input                       pop,
    input [WIDTH-1:0]           din,
    output logic [WIDTH-1:0]    dout,
    output                      full,
    output                      empty,
    output [AWIDTH:0]           entry
);
    reg [WIDTH-1:0]     mem[2**AWIDTH-1:0];      
    reg [AWIDTH:0]      rdptr;
    reg [AWIDTH:0]      wtptr;
    logic               ren;
    logic               wen;
    logic [AWIDTH:0]    wrptr_minus_rdptr;
    always @(posedge clk) begin
        if (rst) begin
            rdptr <= 'b0;
            wtptr <= 'b0;
        end
        else begin
            if (ren) begin
                rdptr <= rdptr + 1'b1;
            end
            if (wen) begin
                wtptr <= wtptr + 1'b1;
            end
        end
    end
    assign wen = ~full & push;
    assign ren = ~empty & pop;
    assign wrptr_minus_rdptr = wtptr - rdptr;
    assign full  = wrptr_minus_rdptr == DEPTH;
    assign empty = wrptr_minus_rdptr == 0;
    assign entry = wrptr_minus_rdptr;
    always @(posedge clk) begin
        if (wen)
        begin
            mem[wtptr[AWIDTH-1:0]] <= din;
        end
    end
    always @* begin
        dout = mem[rdptr[AWIDTH-1:0]];
    end
endmodule
module uart_rx (
    input           clk,
    input           rst,
    input [15:0]    cfg_div,
    input           cfg_rxen,
    input           cfg_nstop,
    output reg       rx_valid,
    output reg [7:0] rx_data,
    input           uart_rxd
);
    logic           baud_tick;
    logic           baud_sample;
    logic           cycle_cnt_fire;
    logic           cycle_cnt_cmpl;
    logic           sample_cnt_fire;
    logic           uart_rxd_synced;
    reg [1:0]       uart_rxd_sync;
    reg             baud_clear;
    reg [2:0]       cycle_cnt;
    reg [3:0]       sample_cnt;
    localparam IDLE  = 0;
    localparam START = 1;
    localparam DATA  = 2;
    localparam STOP  = 3;
    reg [1:0]       state;
    logic [1:0]     state_next;
    assign cycle_cnt_fire = (cycle_cnt == 0);
    assign cycle_cnt_cmpl = cycle_cnt_fire & baud_tick;
    assign sample_cnt_fire = (sample_cnt == 0);
    always @(posedge clk) begin
        if (rst) uart_rxd_sync <= 2'b11;
        else begin
            uart_rxd_sync[0] <= uart_rxd;
            uart_rxd_sync[1] <= uart_rxd_sync[0];
        end
    end
    assign uart_rxd_synced = uart_rxd_sync[1];
    always @(*) begin
        state_next = state;
        case(state)
            IDLE:  if (!uart_rxd_synced & cfg_rxen) state_next = START;
            START: if (sample_cnt_fire) state_next = DATA;  
            DATA:  if (cycle_cnt_cmpl) state_next = STOP;
            STOP:  if (cycle_cnt_cmpl) state_next = IDLE;
        endcase
    end
    always @(posedge clk) begin
        if (rst) state <= IDLE;
        else state <= state_next;
    end
    always @(posedge clk) begin
        baud_clear <= 1'b0;
        rx_valid <= 1'b0;
        if (baud_sample) sample_cnt <= sample_cnt - 1'b1;
        if (baud_tick) cycle_cnt <= cycle_cnt - 1'b1;
        case(state)
            IDLE: begin
                baud_clear <= 1'b1;
                sample_cnt <= 7;
            end
            START: begin
                if (sample_cnt_fire) baud_clear <= 1'b1;
                cycle_cnt <= 7;
            end
            DATA: begin
                if (baud_tick) rx_data <= {uart_rxd_synced, rx_data[7:1]};
                if (cycle_cnt_cmpl) cycle_cnt <= {2'b0, cfg_nstop};
            end
            STOP: begin
                rx_valid <= cycle_cnt_cmpl;
            end
        endcase
    end
    uart_baud u_uart_baud(
        .clk            (clk),
        .rst            (rst),
        .cfg_div        (cfg_div),
        .baud_clear     (baud_clear),
        .baud_tick      (baud_tick),
        .baud_sample    (baud_sample)
    );
endmodule
module avalon_uart_host (
    input               clk,
    input               rst,
    output              avn_read,
    output              avn_write,
    output [31:0]       avn_address,
    output [31:0]       avn_writedata,
    output [3:0]        avn_byte_enable,
    input  [31:0]       avn_readdata,
    input               avn_waitrequest,
    input [15:0]        cfg_div,
    input               cfg_rxen,
    input               uart_rxd
);
    localparam WIDTH = 64;
    logic               cfg_nstop;
    logic               rx_valid;
    logic [7:0]         rx_data;
    logic               fifo_push;
    logic               fifo_pop;
    logic               fifo_full;
    logic               fifo_empty;
    logic [WIDTH-1:0]   fifo_din;
    logic [WIDTH-1:0]   fifo_dout;
    reg [WIDTH-1:0]     cmd;
    reg [3:0]           data_count;
    reg                 cmd_cmpl;
    logic               data_count_fire;
    assign cfg_nstop = 0;
    assign data_count_fire = data_count == 7;
    always @(posedge clk) begin
        if (rst) data_count <= 0;
        else begin
            if (rx_valid) begin
                if (data_count_fire) data_count <= 0;
                else data_count <= data_count + 1;
            end
        end
    end
    always @(posedge clk) begin
        cmd_cmpl <= 0;
        if (rx_valid) begin
            cmd <= {rx_data, cmd[WIDTH-1:8]};
            if (data_count_fire) cmd_cmpl <= 1;
        end
    end
    assign fifo_push = cmd_cmpl & ~fifo_full;
    assign fifo_din = cmd;
    assign fifo_pop = avn_write & ~avn_waitrequest;
    assign avn_write = ~fifo_empty;
    assign avn_address = fifo_dout[31:0];
    assign avn_writedata = fifo_dout[63:32];
    assign avn_byte_enable = 4'b1111;
    uart_rx u_uart_rx(.*);
    uart_fifo #( .WIDTH (64), .DEPTH (2))
    u_fifo (
        .rst    (rst),
        .clk    (clk),
        .push   (fifo_push),
        .pop    (fifo_pop),
        .din    (fifo_din),
        .dout   (fifo_dout),
        .full   (fifo_full),
        .empty  (fifo_empty),
        .entry  ()
    );
endmodule
==> run.sh <==
#!/bin/bash
# OpenROAD 26Q1-2900-gdf79404cd8, Yosys 0.63+post, stock flow scripts
make -C /OpenROAD-flow-scripts/flow DESIGN_CONFIG=/design/flow/config.mk WORK_HOME=/design/flow/orfs finish
==> config.mk <==
export PLATFORM = sky130hd
export DESIGN_NAME = avalon_uart_host
export DESIGN_NICKNAME = avalon_uart_host
export VERILOG_FILES = /design/flow/design.v
export SDC_FILE = /design/flow/constraint.sdc
export NUM_CORES = 4
export LEC_CHECK = 1
export CORE_UTILIZATION = 30
==> constraint.sdc <==
current_design avalon_uart_host

set clk_period 6.4
set clk_io_pct 0.2

create_clock -name clk0 -period $clk_period [get_ports {clk}]

set non_clock_inputs [all_inputs -no_clocks]
set_input_delay [expr $clk_period * $clk_io_pct] -clock clk0 $non_clock_inputs
set_output_delay [expr $clk_period * $clk_io_pct] -clock clk0 [all_outputs]
==> ci_impl_report.md <==
## PnR job results

| Metric | Value |
|---|---|
| HPWL after detailed placement | around 9.4 mm |
| Post-synth EDFFs | about 200 |
| 1st-iter DRT viols | 259 |
| Biggest area cells | edfxtp_1 (63%), dfxtp_1 (12%), mux2_2 (7.6%), xnor2_1 (2.7%), nor2_1 (1.9%) |
| Die width | 180.3 um |
| Critical Path Fanout Max | 44 |
| Fmax | about 0.26 GHz |
| P_leak | 3.836 nW |
| Cell count in the Yosys report | 593 |
| Vias after detailed routing | 4866 |
| Top FF cell, synth | edfxtp_1 |
| Gpl congestion | between 0.7 and 0.8 |
| Avg WL per Cell | 14.15 um |
| Final min period | 3.820 ns |
| Tool Warnings | 59 |
| Grt total ovfl | 0 |
| Power Density | 284.2 nW/um2 |
| Core Area | 30910 um2 |
| Chip Area, Yosys | 9535 um2 |
| Global-route wire length before repair | between 20 and 30 mm |
| Flop2flop setup slack | 4.00 ns |
| Worst Setup End Kind | primary output |
| Clock skew | between 0.008 and 0.009 ns |
| Max_slew headroom | 52.76% |
| Tightest Pin Transition | 0.7087 ns |
| Cell Rows | 64 |
| Cts bufs inserted | 27 |
| Drt drc | 0 |
| Gate count of the mapped netlist | 593 |
| # hold bufs at CTS | 0 |
| Clk buf depth | 3 |
| Critical path arrival | 2.54 ns |
| Largest net degree at the start of global routing | 50 |
| R2R depth | 4 |
| Buffers on Ports | between 80 and 90 |
| Critical Path Source Type | flip-flop |
| Slew Limit Fails | 0 |
| I/O pin count | 123 |
| RSZ-0062 raised after global routing | false |
| Total track usage | between 10% and 20% |
| # H-tree levels | 1 |
| Hold_ws | 0.4077 ns |
| Met2 Wirelength | 7.218 mm |
| Final ANT Viol Nets | 0 |
| Final Hold Violation Tally | 0 |
| Synthesized area | 9535 um2 |
| Fp util | 30.85% |
| Ant diodes | 0 |
| Initial antenna violation count | 0 |
| M1 WL | 7.052 mm |
| Share of cells above drive strength 1 | 17.23% |
| CP endpoint | avn_writedata[10] |
| CTS tree | done |
| Resized Gates After CTS | 0 |
| CTS clk-pin slew, worst paths | 0.06 ns |
| Ys async rst share | 0% |
| Mean Syn Cell Area | about 16 um2 |
| Syn-to-layout area delta | 22.41% |
| Status | finished, final reports clean |
| Routed WL | 15.71 mm |
| Post-synth cell types | 46 |
| VDD IR-drop max | ~180 uV |
| Post-synth seq share | 74.53% |
| Hold Crit Class | reg2reg |
| Yosys warning count | 5 |
| First-pass detailed-route iteration total | 4 |
| Die H | 180.3 um |
| Met3 wire len | 1.122 mm |
| Postcts setup bufs | 0 |
| Vias per inst | 4.384 |
| CTS root buffer | clkbuf_16 |
| R2R Path Start | u_fifo.wtptr[1] |
| Worst Path Required | 5.12 ns |
| Final setup violation count | 0 |
| Highest routed layer | met4 |
| Setup TNS | 0 ns |
| Max Cap Viol | 0 |
| Area leader, netlist | edfxtp_1 |
| FF+latch count, synth | 255 |
| CTS sink cnt | 255 |
| Fin crit share | 59.68% |
| Clock network latency to the later pin of the worst-skew pair | 0.52 ns |
| Top cell area share | 62.98% |
| Vias in the first global route | between 4k and 5k |
| CP Class | reg2out |
| Full die area | between 30000 and 40000 um2 |
| R2R Path End | u_fifo.mem[0][38] |
==> per-stage QoR <==
step	instance area (um2)	power [mW]	instances	setup WS, ns	utilization [%]
6_report	11670	3.318	1110	2.580	37.76
5_1_grt	11670	3.453	1110	2.410	37.76
4_1_cts	11670	3.369	1110	2.474	37.76
3_5_place_dp	10860	1.930	1061	3.023	35.12
3_3_place_gp	10860	1.929	1061	3.035	35.12
2_1_floorplan	9547	1.899	596	2.533	-
==> registers in the layout, summed over array words and instances, names as in the netlist, 2 cells and up, named ones only <==
name	flops
u_uart_rx.cycle_cnt	3
u_uart_rx.u_uart_baud.baud_cnt	16
u_fifo.mem	128
u_uart_rx.state	4
u_uart_rx.u_uart_baud.sample_logic.sample_cnt	12
u_uart_rx.uart_rxd_sync	2
u_uart_rx.rx_data	8
u_uart_rx.sample_cnt	4
u_fifo.rdptr	2
data_count	4
cmd	64
u_fifo.wtptr	2
==> how the worst min path moves through the flow <==
| stage | start | depth (start not counted) | endpoint | slack, ns |
|---|---|---|---|---|
| after CTS | u_uart_rx.uart_rxd_sync[0] | 1 | u_uart_rx.uart_rxd_sync[1] | 0.41 |
| final | u_uart_rx.uart_rxd_sync[0] | 1 | u_uart_rx.uart_rxd_sync[1] | 0.41 |
| after global routing | u_uart_rx.uart_rxd_sync[0] | 1 | u_uart_rx.uart_rxd_sync[1] | 0.42 |
==> where the power goes <==
group / switching, mW / leakage [nW] / total, mW / internal, mW
Clock: 0.600 / 0.392 / 1.42 / 0.822
Combinational: 0.0517 / 1.19 / 0.101 / 0.0491
Sequential: 0.0165 / 2.25 / 1.79 / 1.78
Total: 0.669 / 3.84 / 3.32 / 2.65
==> critical path: stages (launching register included) <==
cell and delay, ns:
dfxtp_4 0.56, buf_4 0.59, mux2_2 0.41, clkdlybuf4s50_1 0.46
==> Yosys cell counts, types with 6 or more instances <==
cell type	number
a211oi_1	22
a21oi_1	7
and2_1	6
clkbuf_1	17
dfxtp_1	55
edfxtp_1	200
ha_1	8
inv_1	14
mux2_2	64
nand2_1	22
nand3_1	11
nand4_1	6
nor2_1	49
nor3_1	9
xnor2_1	29
xor2_1	15
==> routing by layer <==
layer | vias up | track usage (%)
met4 | 0 | 1.983
met5 | - | 0
li1 | 2410 | -
met2 | 110 | 15.74
met1 | 2324 | 15.07
met3 | 22 | 3.561
==> final cells by class <==
type | instances | area (um2)
Sequential cell | 255 | 7114
Clock inverter | 13 | 106.4
Multi-Input combinational cell | 304 | 2291
Fill cell | 2858 | 19240
Tap cell | 396 | 495.5
Inverter | 14 | 52.55
Timing Repair Buffer | 92 | 903.4
Clock buffer | 36 | 709.4
==> layout by cell type (no fill, tap or decap), types with 8 or more instances in the layout <==
| master | n |
|---|---|
| a211oi_1 | 22 |
| clkbuf_1 | 9 |
| clkbuf_16 | 27 |
| clkdlybuf4s50_1 | 85 |
| dfxtp_1 | 53 |
| edfxtp_1 | 200 |
| ha_1 | 8 |
| inv_1 | 14 |
| mux2_2 | 64 |
| nand2_1 | 22 |
| nand3_1 | 11 |
| nor2_1 | 48 |
| nor3_1 | 9 |
| xnor2_1 | 29 |
| xor2_1 | 15 |
==> cell families after synthesis <==
family                     synth area share, %
DFF                                      74.53
and+or+nand+nor                          7.033
muxes                                    7.873
AOI/OAI and AO/OA                        3.727
xor gates and xnor gates                 4.041
buffers and inverters                    1.666
adders and majority gates                1.050
other                                  0.07876
Power and IR drop assume default switching activity.
